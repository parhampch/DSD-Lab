**flow/run.sh**
```bash
#!/bin/bash
# OpenROAD 26Q1-2900-gdf79404cd8, Yosys 0.63+post, stock flow scripts
make -C /OpenROAD-flow-scripts/flow DESIGN_CONFIG=/design/flow/config.mk WORK_HOME=/design/flow/orfs finish
```
**flow/config.mk**
```make
export PLATFORM = sky130hd
export DESIGN_NAME = receiver
export DESIGN_NICKNAME = receiver
export VERILOG_FILES = /design/flow/design.v
export SDC_FILE = /design/flow/constraint.sdc
export NUM_CORES = 4
export LEC_CHECK = 1
export CORE_AREA = 10 10 85 85
export DIE_AREA = 0 0 95 95
```
**flow/constraint.sdc**
```tcl
current_design receiver

set clk_period 2.8
set clk_io_pct 0.2

create_clock -name clk0 -period $clk_period [get_ports {clk}]

set non_clock_inputs [all_inputs -no_clocks]
set_input_delay [expr $clk_period * $clk_io_pct] -clock clk0 $non_clock_inputs
set_output_delay [expr $clk_period * $clk_io_pct] -clock clk0 [all_outputs]
```
**flow/design.v**
```verilog
module UART (
    input clk,
    input [6:0] data,
    input reset,
    input send,
    output reg done,
    output reg my_bit);
    localparam IDLE = 4'b000;
    localparam START = 4'b001;
    localparam PARITY = 4'b010;
    localparam BUSY = 4'b011;
    localparam STOP = 4'b100;
    reg [2:0] current_state;
    reg [2:0] next_state;
    reg [2:0] index;
    always @(posedge clk or negedge reset) 
    begin
        if (!reset)
        begin
            current_state <= IDLE;
            my_bit <= 0;
            done <= 0;
            index = 0;
        end
		  else
		  begin
        done = 0;
        case (current_state)
        IDLE:
        begin
            my_bit = 0;
            index = 0;
            if (send)
                current_state = START;
            else
                current_state = IDLE;
        end
        START:
        begin
            my_bit = 1;
            current_state = PARITY;            
        end
        PARITY:
        begin
            my_bit = ^data;
            current_state = BUSY;
        end
        BUSY:
        begin
            my_bit = data[index];
            index = index + 1;
            if (index == 7)
                current_state = STOP;
            else
                current_state = BUSY;
        end
        STOP:
        begin
            my_bit = 0;
            done = 1;
            current_state = IDLE;
        end
        endcase    
    end
    end
endmodule
module receiver (
    input clk,
    input my_bit,
	 input reset,
    output reg [6:0] out,
    output reg correct,
    output reg done);
    localparam START = 4'b00;
    localparam PARITY = 4'b01;
    localparam BUSY = 4'b10;
    localparam STOP = 4'b11;
    reg [1:0] current_state = START;
    reg [2:0] index;
    reg [6:0] data;
    reg parity;
    always @(posedge clk or negedge reset)
	 if (!reset)
	 begin
		current_state = START;
		index = 0;
		done = 0;
		correct = 0;
	 end
	 else
    begin
        done = 0;
        correct = 0;
        case (current_state)
            START:
            begin
                index = 0;
                if (my_bit)
                    current_state = PARITY;    
                else
                    current_state = START; 
            end
            PARITY:
            begin
                current_state = BUSY;
                parity = my_bit;
            end
            BUSY:
            begin
                data[index] = my_bit;
                index = index + 1;
                if (index == 7)
                    current_state = STOP;
                else
                    current_state = BUSY;
            end
            STOP:
            begin
                done = 1;
                correct = parity == (^data);
                out = data;
                current_state = START;
            end
        endcase    
    end
endmodule
```
==> results.yml <==
# physical design summary
clocking:
  clkSinkCount: 22
  cts_hold_buf: 0
  cts_setup_buffers: 0
  cts_made_buffers: 3
  clk_latency_ns: 0.25
  clk_path_buf_depth: 2
  clockRootBuffer: "clkbuf_8"
  clk_pin_slew_ns: 0.07
  cts_tree: "done"
  ctsResizeCount: 0
  htree_levels: 1
finish:
  nFillCells: 576
  logic_area_um2: 467
  syn_to_final_growth_pct: 20.8
  regArea_um2: 626
  layout_top_cells: "edfxtp_1, ha_1, clkdlybuf4s50_1"
  lay_top_count: "edfxtp_1"
  drive_gt1_frac: 0.0891
timing:
  tightest_slew_ns: 0.365
  clock.fmax_ghz: 0.507
  slew_headroom: 0.756
  clock_skew_ns: 0.00401
  final_max_slew_viol_count: 0
  hold_violations: 0
  rsz0062_at_grt: "false"
  period_needed_ns: 1.97
  tns_ns: 0
  setup_viol: 0
  fin_crit_sh: 0.704
synth:
  synthCells: 87
  synth_cell_types: 19
  netlist_area_mm2: 0.00112
  synth_flop_count: 22
  yosys_area_mm2: 0.00112
  postSynthAreaPerCell_um2: 12.9
  synth_seq_share: 0.557
  yosys_warnings: 1
  synth_stat.cells: 87
global_route:
  track_usage: 0.0427
  gr-max-usage-layer: "met2"
  grt_max_degree: 13
  grt_util_met2: 0.0681
  antenna_found_initial: 0
  gr-total-overflow: 0
  grt_pass1_wl_mm: 3.11
  use_met3: 0.0224
  grt_util_met1: 0.0528
  grt_pass1_vias: 690
place:
  io_buffers: 11
  place_hpwl_mm: 1.48
  place.gp.congestion: 0.790
die:
  fp_util: 0.205
  num_rows: 27
  core_area_mm2: 0.00547
  die_y_um: 95
  pin_count: 12
  dieWidth_um: 95
  chip_area_mm2: 0.00903
worst_hold_path:
  min_from: "data[4]$_DFFE_PP_"
  hold_class: "reg -> reg"
worst_setup_path:
  crit_path_start: "index[0]$_DFFE_PN0N_"
  critPathRequiredTime_ns: 2.80
  worst-setup-path-type: "reg -> reg"
  r2r_start: "index[0]$_DFFE_PN0N_"
  worstSetupStartpointType: "flop"
  worstPathArrival_ns: 1.97
  end_kind: "flop"
  cp_max_fo: 8
routing:
  viasPerCell: 3.80
  drc: 0
  num_antenna_cells: 0
  drt-total-wl_mm: 1.80
  drtPass1Iterations: 4
  antenna_left: 0
  vias: 657
  dr.first_iter.drc_count: 25
  wl_per_cell_um: 10.4
power:
  leakagePower_nw: 0.512
  total_power_w: 0.00119
  p_seq_frac: 0.447
  internal-power_w: 0.000764
  ir_drop_mv: 0.371
  pwr-share-clk: 0.159
  pwr-share-comb: 0.394
  p_sw_w: 0.000423
  powerDensity_mw_per_mm2: 875
  sw_frac_of_total: 0.356
status:
  status: "completed"
run:
  warning_count: 35
  drv_cap: 0
==> metal layers <==
layer,part of all wire,vias to the layer above
li1,-,328
met1,0.48,311
met2,0.42,16
met3,0.092,2
met4,0.0050,0
met5,0,-
==> cell families (layout without fill, tap and decap cells) <==
kind of cell	Yosys count	after routing	share of synthesized area
and+or+nand+nor	24	24	0.105
DFF	22	22	0.557
adders and majority gates	12	12	0.134
xor gates and xnor gates	10	10	0.0914
AOI/OAI and AO/OA	9	9	0.0457
buffers and inverters	6	20	0.0268
muxes	4	4	0.0401
==> metrics by stage <==
step	hold slack (ns)	cell area, um2	std cells	setup slack [ns]	utilization
3_3_place_gp	0.485	1310	169	0.833	0.240
3_5_place_dp	0.500	1310	169	0.794	0.240
2_1_floorplan	0.264	1120	87	0.974	-
4_1_cts	0.516	1360	173	0.817	0.248
5_1_grt	0.545	1360	173	0.659	0.248
6_report	0.516	1360	173	0.828	0.248
==> synth_stat cells <==
master | count | area (um2)
and2_1 | 4 | 25.0
buf_6 | 1 | 11.3
dfrtp_1 | 7 | 175
edfxtp_1 | 15 | 450
ha_1 | 12 | 150
inv_1 | 5 | 18.8
mux2_1 | 1 | 11.3
mux2_2 | 3 | 33.8
nand2_1 | 7 | 26.3
nand3_1 | 7 | 35.0
nor2_1 | 5 | 18.8
nor4_2 | 1 | 12.5
o211ai_1 | 1 | 7.51
o21ai_0 | 7 | 35.0
o2bb2ai_1 | 1 | 8.76
xnor2_1 | 7 | 61.3
xnor2_2 | 1 | 16.3
xor2_1 | 1 | 8.76
xor2_2 | 1 | 16.3
==> final timing paths <==
check	endpoint	slack, ns	cells after the start
worst max-delay path	data[4]$_DFFE_PP_	0.83	5
worst min-delay path	out[4]$_DFFE_PP_	0.52	0
worst max register to register	data[4]$_DFFE_PP_	0.83	5
worst min register to register	out[4]$_DFFE_PP_	0.52	0
max in group asynchronous	correct$_DFF_PN0_	1.96	1
min in group asynchronous	index[1]$_DFFE_PN0N_	0.58	1
==> worst max-delay path: stages, from the launching register on <==
cell and delay [ns]:
dfrtp_1 0.49, inv_1 0.14, ha_1 0.30, xor2_2 0.19, nor4_2 0.25, mux2_1 0.35
==> flip-flops by register name, indices dropped and copies added (netlist names) <==
register and cells:
parity 1, data 7, current_state 2, done 1
index 3, correct 1, out 7
==> power by group through the flow <==
stage     logic [W]  registers, W  clock network, W
5_1_grt    0.000537      0.000545          0.000211
4_1_cts    0.000475      0.000532          0.000196
6_report   0.000467      0.000531          0.000189
==> cell type report <==
| class | instances | area share |
|---|---|---|
| inverters | 5 | 0.0138 |
| clock inverters | 1 | 0.00277 |
| multi-input cells | 59 | 0.344 |
| repair buffers | 11 | 0.0812 |
| clock buffers | 3 | 0.0304 |
| flip-flops and latches | 22 | 0.461 |
| well taps | 72 | 0.0664 |
Power and IR drop assume default switching activity.
