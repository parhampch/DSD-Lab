File: ./constraint.sdc
current_design stack

set clk_period 2.8
set clk_io_pct 0.2

create_clock -name clk0 -period $clk_period [get_ports {clk}]

set non_clock_inputs [all_inputs -no_clocks]
set_input_delay [expr $clk_period * $clk_io_pct] -clock clk0 $non_clock_inputs
set_output_delay [expr $clk_period * $clk_io_pct] -clock clk0 [all_outputs]
File: ./run.sh
#!/bin/bash
# OpenROAD 26Q1-2900-gdf79404cd8, Yosys 0.63+post, stock flow scripts
make -C /OpenROAD-flow-scripts/flow DESIGN_CONFIG=/design/flow/config.mk WORK_HOME=/design/flow/orfs finish
File: ./design.v
module stack (
    input clk,
    input RstN,
    input [4:0] Data_In,
    input Push,
    input Pop,
    output reg [4:0] Data_Out,
    output reg Full,
    output reg Empty);
    reg [4:0] memory [9:0];
    reg [4:0] pointer;
    always @(posedge clk or negedge RstN) 
    begin
        if (!RstN)
        begin
            pointer <= 0;
            Empty <= 0;
            Full <= 0;
        end
        else 
        begin
            if(Push & ~Full)
            begin
                Empty <= 1;
                Full <= ~(pointer < 9);
                memory[pointer] <= Data_In;
                pointer <= pointer + 1;
            end
            else if (Pop & Empty) 
            begin
                Full <= 0;
                Empty <= (pointer > 1);
                Data_Out <= memory[pointer - 1];
                pointer = pointer - 1;
            end
        end
    end
endmodule
File: ./config.mk
export PLATFORM = sky130hd
export DESIGN_NAME = stack
export DESIGN_NICKNAME = stack
export VERILOG_FILES = /design/flow/design.v
export SDC_FILE = /design/flow/constraint.sdc
export NUM_CORES = 4
export LEC_CHECK = 1
export CORE_UTILIZATION = 30
==> notes.md <==
Implementation results.

The latest clock arrival within the worst-skew pair is 0.34 ns. TritonCTS built the clock tree. The number of antenna violations at the first check in global routing is 0. The AND-OR/OR-AND share of the synthesized area is 0.129. After synthesis, the most frequently instantiated cells are edfxtp_1, nand2_1, and2_1, nand3_1.

Setup repair after global routing left no endpoint under its margin. The floorplan step set the die height to 102 um. The library cell used as clock root buffer is clkbuf_8. In this run the tools logged warnings totalling 30. Measured against its own limit, the worst slew margin works out to 0.555. From left edge to right edge, the die measures just over 100 um. The via count of the first global-routing pass was 2117. The core region area is 9730 um2. The count of nets left with antenna violations once routing finished came out at 0.

After detailed routing, the number of remaining DRC violations is 0. The endpoint arrival time on the critical path is 2.73 ns. The wire length reported by the detailed router is 7.25 mm. In this run the static leakage power is approximately 1.2 nW. The adder-cell share of the synthesized area is 0.0250. The worst slack at placement is 0.00810 ns. Max-cap violations in this run came to 0. Summed over all layers, the global routing overflow is 0. The cts-stage hold buffer count is 0. Counting flops with a built-in enable in the synthesized netlist gives ~55. The worst path required time is 2.88 ns. The final-report setup violation count is 0.

The footprint of the flip-flops and latches is 1830 um2. The starting utilization of the core area is 0.309. The first-pass iteration count of the detailed router is 4.

Entering global routing, the biggest net connects 15 pins. The cell count after synthesis came out at about 240. CTS added clock buffers totalling 9.

In the final layout, the multi-input gates occupy 1080 um2. TritonRoute output was used to compute an average wire per cell of between 15 and 20 um. Max-slew check failures listed in the final report amount to 0. The fmax is 0.378 GHz. In the routed layout, each cell is associated on average with a via count of approximately 5.2. The summed instance area of the synthesized netlist is 3010 um2. The most frequently used library cell after synthesis is edfxtp_1. The deepest level of the CTS H-tree is 3. In the final layout, the share of cells above drive strength 1 is 0.191. The first global-routing pass estimated approximately 11 mm of wire. Post-synth the commonest register cell is edfxtp_1. The yosys stat cell total is 240. Summing internal, switching and leakage power gives approximately 3.9 mW.

By area the synthesized netlist is led by edfxtp_1, dfrtp_1, mux2_2. After synthesis, the netlist uses 59 different library cells. The report lists the number of standard-cell rows as 36. In this run the count of I/O pins placed on the die edge is 16. The final tally of hold violations is 0.

Setup slack on the critical path of the routed design comes to 0.152 ns. The worst path needs 2.65 ns of the cycle, external delays included. The final clock skew is 0.00702 ns. Once detailed placement completed, the half-perimeter wirelength came to 5.24 mm. Synthesis inferred 62 register bits. The clock-pin slew on the worst setup and hold paths is 0.07 ns.

The area fraction in and, or, nand and nor cells after synthesis is 0.149. edfxtp_1 takes more of the synthesized area than any other cell. The fraction of synthesis flops using an asynchronous set or reset pin is 0.113.

The worst setup path is of the reg -> reg kind. The layout-stage area growth over the synthesis result is 21.0%. After synthesis, the chip area reported by Yosys is 3010 um2. The average cell area after synthesis is about 13 um2. Counting along the longest clock path gives a buffer depth of 2.

The top fanout value on the critical path is 14. Post-route period utilization is reported as 0.946. Grouping non-sequential cells by family puts the most area in simple AND/OR/NAND/NOR gates. The count of buffers from port buffering is 15.

The detailed router finished its first iteration with about 130 violations. Per Yosys stat, the portion of area used by sequential elements is 0.608. The run finished with clean final reports.

The kind of end point of the critical path is a flop. STA reports the tightest min-delay check as being of type reg -> reg. The worst stage delay on the critical path is 0.64 ns.

The Yosys step of the flow raised 2 warnings. The critical path startpoint category is a flop. The multiplexer fraction of the synthesized cell area is 0.0404. The overall track demand over capacity in global routing is 0.154.

The via total after detailed routing is 2128. Per the summary, power density relative to cell area is 1080 nW/um2. The final RePlAce weighted congestion is a little under 1.

The clock sink count is 62. The die footprint is 10400 um2. For the pin with the worst max-slew slack, the measured transition is approximately 0.67 ns. The fill cell instance count of the final layout is approximately 940. VDD sags by at most 434 uV.

In this run, the synthesized area fraction spent on xor and xnor cells is recorded as 0.0146. The cell sequence reported for the critical path is inv_1, ha_2, nor2_1, and3_1, mux2_2, a2111oi_1, buf_4, a31oi_1. The cell with the biggest individual delay on the critical path is a2111oi_1. The top cell type's share of synthesized area is 0.549.

The final antenna diode tally reported by the flow is 0.
## final cells by class
type                    instances  share of cell area
clock inverters                 7              0.0268
multi-input cells             155               0.297
inverters                       9             0.00928
repair buffers                 36              0.0846
clock buffers                   9              0.0340
flip-flops and latches         62               0.502
well taps                     133              0.0457
## timing repair
item,4_1_cts,5_1_grt
cloned,0,0
endpoints found under the setup margin,1,1
setup buffers,0,0
resized,1,1
## routing by layer
metal | share of wire | GRT usage | vias up
li1 | - | - | 1002
met1 | 0.44 | 0.216 | 1008
met2 | 0.44 | 0.232 | 92
met3 | 0.076 | 0.0515 | 26
met4 | 0.043 | 0.0538 | 0
met5 | 0 | 0 | -
## metrics by stage
stage | util | TNS (ns) | hold slack, ns | instances | instance area, um2
CTS | 0.374 | 0 | 0.514 | 411 | 3640
global route | 0.374 | 0 | 0.519 | 411 | 3640
global placement | 0.351 | -0.0258 | 0.487 | 395 | 3410
finish | 0.374 | 0 | 0.499 | 411 | 3640
floorplan | - | 0 | 0.264 | 240 | 3010
detailed placement | 0.351 | 0 | 0.500 | 395 | 3410
## sequential cells by signal (all words and copies together) (netlist names)
| signal | cells |
|---|---|
| Full | 1 |
| Empty | 1 |
| pointer | 5 |
| Data_Out | 5 |
| memory | 50 |
## worst max-delay path, delay by kind of cell (launching register included)
| kind | cells | cell delay, ns |
|---|---|---|
| compound gates | 2 | 0.70 |
| simple gates | 2 | 0.31 |
| flops | 1 | 0.38 |
| mux | 1 | 0.27 |
| buf+inv | 2 | 0.34 |
| fa+ha+maj | 1 | 0.39 |
## kinds of logic (layout without fill, tap and decap cells)
kind of cell / count (synthesis) / count (layout)
and+or+nand+nor: 83 / 83
DFF: 62 / 62
AOI/OAI and AO/OA: 50 / 50
buffers and inverters: 23 / 61
muxes: 11 / 11
adders and majority gates: 6 / 6
xor gates and xnor gates: 5 / 5
## report_power, final
group / switching (mW) / internal (mW) / total (mW) / leakage (nW)
registers: 0.0746 / 1.15 / 1.22 / 0.577
clock network: 0.352 / 0.503 / 0.855 / 0.106
logic: 1.08 / 0.773 / 1.85 / 0.550
total: 1.50 / 2.42 / 3.93 / 1.23
## final timing paths
kind / slack [ns] / startpoint / cells after the start / end
min reg2reg: 0.50 / pointer[4] / 1 / pointer[4]
min: 0.50 / pointer[4] / 1 / pointer[4]
max reg2reg: 0.15 / pointer[0] / 8 / Data_Out[3]
min in group asynchronous: 0.52 / RstN / 2 / Empty
max: 0.15 / pointer[0] / 8 / Data_Out[3]
max in group asynchronous: 2.15 / RstN / 2 / pointer[2]
## cells in the final DEF, fill, tap and decap left out, types with 2 or more instances in the layout
cell type,instances
mux2i_1,2
a21oi_1,3
buf_4,21
inv_1,8
a22oi_1,2
a221oi_1,4
nand2b_1,2
mux2_2,9
bufinv_16,2
nor2b_1,3
xnor2_1,4
a22o_1,3
a32oi_1,3
clkbuf_8,9
clkdlybuf4s50_1,15
and2_1,10
ha_1,5
nand3_1,10
nand4_1,4
clkinvlp_4,2
edfxtp_1,55
and3_1,4
o21ai_0,9
nand2_1,19
dfrtp_1,7
or3_1,2
nor4_1,6
nor3_1,6
nor4b_1,2
nor2_1,9
o32ai_1,2
a31oi_1,5
Power and IR drop assume default switching activity.
