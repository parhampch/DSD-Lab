<file path="run.sh">
#!/bin/bash
# OpenROAD 26Q1-2900-gdf79404cd8, Yosys 0.63+post, stock flow scripts
make -C /OpenROAD-flow-scripts/flow DESIGN_CONFIG=/design/flow/config.mk WORK_HOME=/design/flow/orfs finish
</file>
<file path="config.mk">
export PLATFORM = sky130hd
export DESIGN_NAME = incubator
export DESIGN_NICKNAME = incubator
export VERILOG_FILES = /design/flow/design.v
export SDC_FILE = /design/flow/constraint.sdc
export NUM_CORES = 4
export LEC_CHECK = 1
export CORE_AREA = 10 10 70 70
export DIE_AREA = 0 0 80 80
</file>
<file path="constraint.sdc">
current_design incubator

set clk_period 1.4
set clk_io_pct 0.2

create_clock -name clk0 -period $clk_period [get_ports {clk}]

set non_clock_inputs [all_inputs -no_clocks]
set_input_delay [expr $clk_period * $clk_io_pct] -clock clk0 $non_clock_inputs
set_output_delay [expr $clk_period * $clk_io_pct] -clock clk0 [all_outputs]
</file>
<file path="design.v">
module incubator(
    input signed [7:0] temperature ,
    input clk,
    input rst,
    output cooler,
    output [3:0] fan,
    output heater);
    localparam S1 = 2'b01;
    localparam S2 = 2'b10;
    localparam S3 = 2'b11;
    localparam S1_fan = 2'b00;
    localparam S2_fan = 2'b01;
    localparam S3_fan = 2'b10;
    localparam out_fan = 2'b11;
    reg [1:0] state = S1;
    reg [1:0] next_state;
    reg [1:0] fan_state = out_fan;
    reg [1:0] next_fan_state;
    always @(posedge clk or negedge rst) 
    begin
        if (~rst)
        begin
            fan_state <= out_fan;
            state<= S1;
        end
        else 
        begin
           state <= next_state; 
           fan_state <= next_fan_state;
        end
    end
    always @(*)
    begin
        case (state)
        S1:
        begin
            if (temperature > 35)
                next_state = S2;
            else if (temperature < 15)
                next_state = S3;
        end
        S2:
        begin
            if (temperature < 25)
                next_state = S1;
        end
        S3:
        begin
            if (temperature > 30)
                next_state = S1;
        end
        endcase
    end
    always @(*) 
    begin
        if (cooler)
        begin
           case (fan_state)
           S1_fan:
           begin
               if (temperature > 40)
                next_fan_state = S2_fan;
            else if (temperature < 25)
                next_fan_state = out_fan;
           end
           S2_fan:
           begin
               if (temperature > 45)
                next_fan_state = S3_fan;
            else if (temperature < 35)
                next_fan_state = S1_fan;
           end
           S3_fan:
           begin
               if (temperature < 40)
                next_fan_state = S2_fan;
           end
           out_fan:
           begin
               if (temperature > 35)
                next_fan_state = S1_fan;
           end
           endcase 
        end
		  else
			next_fan_state = out_fan;
    end
    assign heater = state == S3;
    assign cooler = state == S2;
    assign fan = fan_state == out_fan ? 0 : fan_state == S1_fan ? 4 : fan_state == S2_fan ? 6 : 8;
endmodule
</file>
==> results.cfg <==
; yosys + openroad results
[flow_run]
warnings = 26
maxCapViolCount = 0

[global_routing]
track_usage = 0.0393
overflow = 0
grt_pass1_wl_um = 1980
grt_start_max_net_pins = 10
grt_pass1_vias = 456
antenna_found_initial = 0

[synth]
ys_ff = 8
ff_type = dlxtn_1
top_cells_by_area = dfstp_2 18%, dlxtn_1 14%, dfrtp_1 5.8%, nor3_1 5.8%, nand2_1 5.2%
avgSynthCellArea_um2 = 8.41
ys_cells = 51
yosysWarnings = 1
yosysMostFrequentCell = nand2_1
synth_top_area_share = 0.184
synth-edff-count = 0
syn_inst = 51
syn_area_um2 = 429
top_cells_by_count = 6 x nand2_1, 5 x nor2_1, 5 x nor3_1
yosys.area.top_type = dfstp_2
ys_types = 30
yosys_area_um2 = 429
synthArstFlopShare = 0.500

[die]
core_area_um2 = 3420
row_count = 21
io_pins = 16
die-area_um2 = 6400
die-width_um = 80
die_h_um = 80
initCoreUtil = 0.126

[finish]
comb_area_um2 = 256
fill_cells = 392
final_area_um2 = 734
register_area_um2 = 164
utilization = 0.215
syn_to_final_growth_pct = 71.1
layout-drive-gt1-share = 0.410

[detailed_routing]
wirelength_um = 1240
remaining_drc_errors = 0
drt_iter0_drc = 5
ant_nets = 0
drtPass1Iterations = 4
vias_per_cell = 3.77
routedWlPerCell_um = 9.90
via_count = 471

[clock_network]
cts_made_buffers = 3
clock_path_buffers = 2
clockRootBuffer = clkbuf_4
clkTransAtPathRegs_ps = 40
hold_buffers = 0
cts_tree = built
htreeDepth = 1

[worst_setup_path]
cpMaxStageDelayCell = dfstp_2
critPathMaxFanout = 2
arrival_ps = 1060
path_delay_family = flip-flops
end_kind = primary output
worstSetupStartpoint = fan_state[0]$_DFF_PN1_
crit_type = reg -> out
critical_path_required_ps = 1120
cp_num_buf_inv = 3
crit_path_start_kind = register
path_cells = buf_6 -> buf_6 -> nor2_2 -> buf_2
cpMostUsedCell = buf_6
cp_slowest_stage_delay_ps = 530

[timing]
rsz0062_at_grt = false
unclocked_pins = 4
max_freq_mhz = 747
untimed_endpoints = 8
hold_viol_final = 0
drv_slew = 0
period_needed_ps = 1340
setup_viol = 0
fin_crit_sh = 0.956
holdWs_ps = 256

[power]
ir_drop_mv = 0.269
p_leak_nw = 0.294
cellPowerDensity_nw_per_um2 = 484

[run_status]
status = complete, no violations

[placement]
dp.final_hpwl_um = 1030
io_buffers = 14
placed_area_um2 = 661
gp_congestion = 0.753

[hold_path]
hold_class = in -> async
final timing paths:
path | end | slack [ps] | cells after the start
setup / recovery | fan[3] | 60 | 4
hold / removal | state[1]$_DFF_PN0_ | 260 | 1
max in group asynchronous | fan_state[0]$_DFF_PN1_ | 890 | 1
min in group clk0 | fan[3] | 1070 | 3
through the flow:
stage | std cells | setup TNS (ps) | worst slack (ps) | power, W
after floorplan | 51 | 0 | 447 | 0.000158
after global placement | 116 | -53.8 | -37.5 | 0.000196
after detailed placement | 116 | -69.4 | -54.8 | 0.000197
after CTS | 123 | -41.0 | -41.0 | 0.000362
after global routing | 124 | 0 | 4.40 | 0.000386
final | 125 | 0 | 61.7 | 0.000355
per-layer routing:
metal,track usage,wire length [um],vias to the layer above
li1,-,-,241
met3,0.0261,101,2
met4,0.00352,4,0
met1,0.0456,596,216
met2,0.0610,535,12
met5,0,0,-
flip-flops by register name (all words and copies together), names as in the netlist:
name,flops
fan_state,2
next_fan_state,2
state,2
next_state,2
report_power, final:
part	internal, W	leakage [nW]	switching, W
sequential	0.000120	0.0790	0.000000554
clock	0.000107	0.0150	0.0000507
combinational	0.0000424	0.200	0.0000348
total	0.000269	0.294	0.0000861
kinds of logic (layout without fill, tap and decap cells):
family / Yosys count / after routing / synth area share
AND-OR/OR-AND: 13 / 13 / 0.233
buffers and inverters: 4 / 31 / 0.0612
flip-flops: 4 / 4 / 0.242
latches: 4 / 4 / 0.140
multiplexers: 1 / 1 / 0.0262
other: 1 / 2 / 0.00874
AND/OR/NAND/NOR: 24 / 24 / 0.289
placed cells by master, fill, tap and decap left out, drive strengths merged, types with 2 or more instances in the layout:
cell type and n:
inv 2, o21ai 3, nand2 6, dfstp 3, nor3 5, a21oi 2, nor2 6, buf 13
dlxtn 4, nand3 2, clkdlybuf4s50 9, clkbuf 6
final cells by class:
cell class / instances / share of cell area
Inverter: 2 / 0.0102
Antenna cell: 1 / 0.00341
Multi-Input combinational cell: 39 / 0.349
Clock buffer: 4 / 0.0358
Timing Repair Buffer: 25 / 0.300
Tap cell: 46 / 0.0784
Sequential cell: 8 / 0.223
what timing repair did:
item	CTS	global route
setup endpoints to repair	5	4
gates resized	15	8
buffers inserted	3	1
pin swaps	0	2
Power and IR drop assume default switching activity.
